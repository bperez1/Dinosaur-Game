### design/flow/run.sh
#!/bin/bash
# OpenROAD 26Q1-2900-gdf79404cd8, Yosys 0.63+post, stock flow scripts
make -C /OpenROAD-flow-scripts/flow DESIGN_CONFIG=/design/flow/config.mk WORK_HOME=/design/flow/orfs finish
### design/flow/config.mk
export PLATFORM = sky130hd
export DESIGN_NAME = basys3_7seg_driver
export DESIGN_NICKNAME = basys3_7seg_driver
export VERILOG_FILES = /design/flow/design.v
export SDC_FILE = /design/flow/constraint.sdc
export NUM_CORES = 4
export LEC_CHECK = 1
export CORE_AREA = 10 10 70 70
export DIE_AREA = 0 0 80 80
export SYNTH_HDL_FRONTEND = slang
### design/flow/constraint.sdc
current_design basys3_7seg_driver

set clk_period 3.2
set clk_io_pct 0.2

create_clock -name clk0 -period $clk_period [get_ports {clk_1k_i}]

set non_clock_inputs [all_inputs -no_clocks]
set_input_delay [expr $clk_period * $clk_io_pct] -clock clk0 $non_clock_inputs
set_output_delay [expr $clk_period * $clk_io_pct] -clock clk0 [all_outputs]
### design/flow/design.v
package dinorun_pkg;
localparam int ScreenWidth = 640;
localparam int ScreenHeight = 480;
localparam int Ground = 400;
localparam int ObstacleInitialX = 640;
typedef enum logic [1:0] {
    STARTING,
    RUNNING,
    COLLISION
} state_t;
endpackage
module basys3_7seg_driver (
    input              clk_1k_i,
    input              rst_ni,
    input  logic       digit0_en_i,
    input  logic [3:0] digit0_i,
    input  logic       digit1_en_i,
    input  logic [3:0] digit1_i,
    input  logic       digit2_en_i,
    input  logic [3:0] digit2_i,
    input  logic       digit3_en_i,
    input  logic [3:0] digit3_i,
    output logic [3:0] anode_o,
    output logic [6:0] segments_o
);
logic [3:0] ring_counter;
always_ff @(posedge clk_1k_i) begin
    if(!rst_ni) begin
        ring_counter <= 4'b1110;
    end
    else begin
        ring_counter <= {ring_counter[2:0], ring_counter[3]};
    end
end
logic [3:0] digit;
logic [3:0] anode_temp;
always_comb begin
    anode_temp = ring_counter;
    if(!digit0_en_i) begin
        anode_temp[0] = 1;
    end
    if(!digit1_en_i) begin
        anode_temp[1] = 1;
    end
    if(!digit2_en_i) begin
        anode_temp[2] = 1;
    end
    if(!digit3_en_i) begin
        anode_temp[3] = 1;
    end
    anode_o = anode_temp;
    case (ring_counter)
        4'b1110: digit = digit0_i;
        4'b1101: digit = digit1_i;
        4'b1011: digit = digit2_i;
        4'b0111: digit = digit3_i;
        default: digit = 4'b0000;
    endcase
end
logic [6:0] seg_temp;
hex7seg hex7seg (
    .d3(digit[3]),
    .d2(digit[2]),
    .d1(digit[1]),
    .d0(digit[0]),
    .A(seg_temp[0]),
    .B(seg_temp[1]),
    .C(seg_temp[2]),
    .D(seg_temp[3]),
    .E(seg_temp[4]),
    .F(seg_temp[5]),
    .G(seg_temp[6])
);
always_comb begin
    if(anode_o == 4'b1111) begin
        segments_o = 8'hFF;
    end
    else begin
        segments_o = ~seg_temp;
    end
end
endmodule
module hex7seg(
    input  logic d3,d2,d1,d0,
    output logic A,B,C,D,E,F,G
);
wire [0:0] zero_w;
wire [0:0] one_w;
wire [0:0] two_w;
wire [0:0] three_w;
wire [0:0] four_w;
wire [0:0] five_w;
wire [0:0] six_w;
wire [0:0] seven_w;
wire [0:0] eight_w;
wire [0:0] nine_w;
wire [0:0] a_w;
wire [0:0] b_w;
wire [0:0] c_w;
wire [0:0] d_w;
wire [0:0] e_w;
wire [0:0] f_w;
assign zero_w = (~d3 & ~d2 & ~d1 & ~d0) ;
assign one_w = (~d3 & ~d2 & ~d1 & d0) ;
assign two_w = (~d3 & ~d2 & d1 & ~d0) ;
assign three_w = (~d3 & ~d2 & d1 & d0) ;
assign four_w = (~d3 & d2 & ~d1 & ~d0) ;
assign five_w = (~d3 & d2 & ~d1 & d0) ;
assign six_w = (~d3 & d2 & d1 & ~d0) ;
assign seven_w = (~d3 & d2 & d1 & d0) ;
assign eight_w = (d3 & ~d2 & ~d1 & ~d0) ;
assign nine_w = (d3 & ~d2 & ~d1 & d0) ;
assign a_w = (d3 & ~d2 & d1 & ~d0) ;
assign b_w = (d3 & ~d2 & d1 & d0) ;
assign c_w = (d3 & d2 & ~d1 & ~d0) ;
assign d_w = (d3 & d2 & ~d1 & d0) ;
assign e_w = (d3 & d2 & d1 & ~d0) ;
assign f_w = (d3 & d2 & d1 & d0) ;
assign A = zero_w | two_w | three_w | five_w | six_w |
    seven_w | eight_w | nine_w | a_w | c_w | e_w | f_w;
assign B = zero_w | one_w | two_w | three_w | four_w |
    seven_w | eight_w | nine_w | a_w | d_w;
assign C = zero_w | one_w | three_w | four_w | five_w |
    six_w | seven_w | eight_w | nine_w | a_w | b_w | d_w;
assign D = zero_w | two_w | three_w | five_w | six_w |
    eight_w | nine_w | b_w | c_w | d_w | e_w;
assign E = zero_w | two_w | six_w | eight_w | a_w | b_w |
    c_w | d_w | e_w | f_w;
assign F = zero_w | four_w | five_w | six_w | eight_w |
    nine_w | a_w | b_w | c_w | e_w | f_w;
assign G = two_w | three_w | four_w | five_w | six_w |
    eight_w | nine_w | a_w | b_w | d_w | e_w |f_w;
endmodule
==> out/results.tsv <==
metric	value	unit
grt-ovfl-total	0	
ys_warn_count	0	
grt_pass1_wl	3120	um
end_kind	output pin	
arrival	2510	ps
numClockSinks	4	
synth-edff-count	0	
finalSetupViolations	0	
core_util_floorplan	18.4	%
seq_area	80.1	um^2
num_rows	21	
area_growth	71.5	%
io_pins	33	
openroad.warnings	26	
min_path_type	reg -> reg	
clock_skew	3.88	ps
ys.flops	4	
min-delay-start	ring_counter[1]$_SDFF_PN1_	
synth_area	628	um^2
drtIter0Drc	21	
worstPathCellList	clkdlybuf4s50_1 > a22o_2 > a31oi_4 > xnor2_2 > a21oi_1 > o211ai_1 > clkdlybuf4s50_1	
drive_above_1_share	26.9	%
cts_hold_buf	0	
cts_root_buffer	clkbuf_4	
die_h	80	um
power	279	uW
antenna_cells	0	
synthTopCellsByCount	nand2b_1, a21oi_1, nand4_1	
rr_startpoint	ring_counter[0]$_SDFF_PN0_	
io_buffer_count	32	
tightest_slew	352	ps
fin_crit	3150	ps
clock_path_buffers	2	
antenna_found_initial	0	
cp-startpoint	digit3_i[0]	
core-area	3420	um^2
yosys.cell_count.top_type	nand2b_1	
synth_top_flop_cell	dfxtp_1	
postSynthCellCount	70	
synth_cell_types	29	
yosys.area.top_type_share	13.5	%
synth-async-reset-ratio	0	%
crit_type	in -> out	
ys_cells	70	
post-place-ws	-10.6	ps
fin_crit_sh	98.3	%
power.density	259	nW/um^2
cpMostUsedCell	clkdlybuf4s50_1	
chip_area	6400	um^2
track_usage	5.83	%
worst_path_max_delay_cell	clkdlybuf4s50_1	
dp_hpwl	1550	um
grt_max_degree	13	
htreeDepth	1	
largest_reg_flops	4	
dr.pass1.iters	4	
drc_errors	0	
reg_top3	ring_counter (4)	
fillers	357	
die-width	80	um
yosysChipArea	628	um^2
maxSlewHeadroom	76.5	%
largest_area_cell	a31oi_4	
setup_tns	0	ps
antenna_left	0	
gp_congestion	0.718	
via_per_inst	4.48	
clk_latency	230	ps
status	complete, no violations	
synthTopCellsByArea	a31oi_4, dfxtp_1, buf_6, o2bb2ai_2, nand2b_1	
fmax	318	MHz
avgSynthCellArea	8.97	um^2
vias	690	
cts_tree	yes	
drv_slew	0	
rsz0062_at_grt	true	
required	2560	ps
cpPeakStageDelay	490	ps
setup_slack	54.4	ps
wl	1980	um
regMostFlops	ring_counter	
logic_area	529	um^2
first_global_vias	666	
p_leak	0.000390	uW
maxCapViolCount	0	
yosys.stat.seqShare	12.7	%
start_kind	primary input	
wl_per_cell	12.9	um
hold_viol	0	
cp_max_fo	6	
clk_pin_slew	40	ps
irDropWorstVdd	0.155	mV
cts_buffers	3	
final_util	31.5	%
==> cells by family (layout without fill, tap and decap cells) <==
kind of cell / Yosys count / after routing / synth area share [%]
AOI/OAI and AO/OA: 28 / 29 / 45.0
xor gates and xnor gates: 2 / 2 / 3.99
buffers and inverters: 6 / 43 / 8.96
DFF: 4 / 4 / 12.7
and+or+nand+nor: 30 / 30 / 29.3
==> metrics by stage <==
step           instances  hold slack [ps]  instance area, um^2
6_report             154              600                 1080
4_1_cts              151              601                 1010
2_1_floorplan         70              529                  628
3_5_place_dp         148              584                  991
5_1_grt              154              647                 1080
3_3_place_gp         148              584                  991
==> cells in the final DEF, fill, tap and decap left out, types with 2 or more instances in the layout <==
cell type	synthesis	final
clkdlybuf4s50_1	0	29
nand2b_1	7	7
a21oi_1	6	6
buf_4	1	6
nand4_1	5	5
a31oi_4	4	4
nand2_1	4	4
dfxtp_1	4	4
a22o_1	4	3
nor2_1	3	3
o21ai_1	4	3
clkbuf_4	0	3
dlymetal6s2s_1	0	3
o2bb2ai_2	3	2
o211ai_1	2	2
o31a_1	2	2
==> power by group <==
part	leakage [uW]	internal [uW]	switching [uW]
combinational	0.000343	94.2	65.3
sequential	0.0000332	52.7	4.28
clock	0.0000138	41.9	20.5
total	0.000390	189	90.1
==> per-layer routing <==
metal  vias to the layer above  global-route usage, %  wire [um]
li1                        355                      -          -
met1                       318                   6.84        819
met2                        15                   10.4       1050
met3                         2                   1.48         95
met4                         0                   1.06         19
met5                         -                      0          0
==> worst max-delay path, delay by kind of cell <==
family | cells | cell delay (ps)
AOI/OAI and AO/OA | 4 | 810
xor gates and xnor gates | 1 | 160
buffers and inverters | 2 | 890
==> repair_timing <==
item	in CTS	in global routing
gates resized	0	9
buffers inserted	0	2
endpoints found under the setup margin	3	7
gates cloned	0	1
pin swaps	4	8
==> final cells by class <==
type                    count  share of cell area, %
clock buffers               3                   2.09
inverters                   1                  0.348
multi-input cells          61                   49.1
flip-flops and latches      4                   7.43
well taps                  46                   5.34
repair buffers             39                   35.7
==> worst paths after layout <==
path         slack [ps]                    endpoint  cells past startpoint
max                  50               segments_o[0]                      7
min                 600  ring_counter[2]$_SDFF_PN1_                      1
max reg2reg        2430  ring_counter[1]$_SDFF_PN1_                      2
min reg2reg         600  ring_counter[2]$_SDFF_PN1_                      1
No activity file was given, so power comes from the tool's default toggle rates.
