==> /design/flow/design.v <==
package dinorun_pkg;
localparam int ScreenWidth = 640;
localparam int ScreenHeight = 480;
localparam int Ground = 400;
localparam int ObstacleInitialX = 640;
typedef enum logic [1:0] {
    STARTING,
    RUNNING,
    COLLISION
} state_t;
endpackage
module vga_timer (
    input  logic       clk_i,
    input  logic       rst_ni,
    output logic       hsync_o,
    output logic       vsync_o,
    output logic       visible_o,
    output logic [9:0] position_x_o,
    output logic [9:0] position_y_o
);
localparam int h_display = 639;
localparam int h_frontP = 656-639;  
localparam int h_syncP = 751-656;  
localparam int h_backP = 799-751;  
localparam int h_low1 = h_display + h_frontP;
localparam int h_low2 = h_display + h_frontP + h_syncP;
localparam int h_total = h_display + h_frontP
+ h_syncP + h_backP;  
localparam int v_display = 479;
localparam int v_frontP = 490-479;  
localparam int v_syncP = 491-490;  
localparam int v_backP = 524-491;  
localparam int v_low1 = v_display + v_frontP;
localparam int v_low2 = v_display + v_frontP + v_syncP;
localparam int v_total = v_display + v_frontP
+ v_syncP + v_backP;  
logic [9:0] h_counter = 0;
logic [9:0] v_counter = 0;
always_ff @(posedge clk_i) begin
    if(!rst_ni)
        h_counter <= 0;
    else if(h_counter == h_total)
        h_counter <= 0;
    else
        h_counter <= h_counter + 1;
end
always_ff @(posedge clk_i) begin
    if(!rst_ni)
        v_counter <= 0;
    else if(h_counter == h_total) begin
        if(v_counter == v_total)
            v_counter <= 0;
        else
            v_counter <= v_counter + 1;
    end
end
assign hsync_o = (h_counter < h_low1) || (h_counter > h_low2);
assign vsync_o = (v_counter < v_low1) || (v_counter > v_low2);
assign visible_o = (h_counter <= h_display)
&& (v_counter <= v_display);
assign position_x_o = h_counter;  
assign position_y_o = v_counter;  
endmodule
==> /design/flow/run.sh <==
#!/bin/bash
# OpenROAD 26Q1-2900-gdf79404cd8, Yosys 0.63+post, stock flow scripts
make -C /OpenROAD-flow-scripts/flow DESIGN_CONFIG=/design/flow/config.mk WORK_HOME=/design/flow/orfs finish
==> /design/flow/config.mk <==
export PLATFORM = sky130hd
export DESIGN_NAME = vga_timer
export DESIGN_NICKNAME = vga_timer
export VERILOG_FILES = /design/flow/design.v
export SDC_FILE = /design/flow/constraint.sdc
export NUM_CORES = 4
export LEC_CHECK = 1
export CORE_AREA = 10 10 81 81
export DIE_AREA = 0 0 91 91
export SYNTH_HDL_FRONTEND = slang
==> /design/flow/constraint.sdc <==
current_design vga_timer

set clk_period 4.3
set clk_io_pct 0.2

create_clock -name clk0 -period $clk_period [get_ports {clk_i}]

set non_clock_inputs [all_inputs -no_clocks]
set_input_delay [expr $clk_period * $clk_io_pct] -clock clk0 $non_clock_inputs
set_output_delay [expr $clk_period * $clk_io_pct] -clock clk0 [all_outputs]
==> notes.md <==
flow finished, numbers: outcome=finished, final reports clean, most frequently placed logic cell in the final layout=clkdlybuf4s50_1, final WL=2.54 mm, Initial DRC Count=61, CTS Buf Count=3, Final Hold Slack=0.479 ns, Max Freq=407 MHz, CTS H-tree lvls=1, Synth top area share=38.3%, Yosys cell types=36, share of cells above drive strength 1=6.34%, Synth flops=20, period utilization=57.1%, CP required=3.44 ns, clock buffer depth=2, DRT Pass-1 Iters=4, clock transition at the registers of the reported paths=0.07 ns, largest net degree at the start of global routing=13, total number of vias=887, Worst Max-Slew Pin Slew=0.539 ns, Slew Limit Fails=0, CTS Sinks=20, number of global-route vias before repair=877, Tmin final=2.46 ns, crit-path cells=or2_4, o211ai_1, clkdlybuf4s50_1, initial antenna violation count=0, Vias/cell=4.24, first-pass GRT wire length=4.58 mm, core box area=4820 um2, die area=8280 um2, Commonest flop=dfxtp_1, grt total ovfl=0, Die H=91 um, crit path buf inv count=1, Mapped Avg Cell Area=8.78 um2, gr usage total=6.46%, Psw=0.0663 mW, internal power=0.257 mW, Critical Path AT=1.60 ns, Reg2Reg Capture Point=position_y_o[8], Final ANT Viol Nets=0, mean routed wirelength per cell=12.1 um, main area contributors=dfxtp_1, xnor2_1, nor2_1, count of final setup violators=0, P&R area growth vs syn=31.7%, largest vdd supply drop=0.0000713 V, die width=91 um, hpwl dp=1.98 mm, R2R Path Start=position_x_o[0], Hold Crit Start=position_x_o[0], crit path max fanout=9, Top cells excl fill/tap=clkdlybuf4s50_1, dfxtp_1, nor2_1, cells after synthesis=119, n_diodes=0, total power draw=0.323 mW, Mapped Area=1040 um2, Gates resized, CTS repair=0, hold path depth=1, Layout Utilization=28.6%, Leakage=0.428 nW, crit start category=flop, final clock skew=0.000969 ns, Seq/Total Area, Yosys=38.3%, Critical Setup Path Class=flop to output pin, Sequential Power Share=59.1%, Worst R2R Setup Slack=2.21 ns, cell type with the largest total area=dfxtp_1, Worst path max stage delay=0.49 ns, DRC Markers=0, Async SR Flop Fraction=0%, worst min path class=flop to flop, Yosys Chip Area=1040 um2, setup_tns=0 ns, Largest delay share family, worst path=buffers and inverters, CTS tree=yes, RSZ-0062 raised after global routing=false, gp weighted congestion=0.784, tool warnings=26, max_slew headroom=63.8%, Fin. Hold Viols=0, IO Count=25, clock power share=37.0%, number of core rows=25, post-CTS setup buffer count=0, Yosys Instances=119, insertion delay to the later sink of the worst-skew pair=0.25 ns, count of library flops with an enable pin=0, Cell Pwr Density=235 nW/um2, max_cap viols=0, initial core utilization=21.7%, Gate power share=4.0%, WHS Endpoint=position_x_o[0], IO buf count=24, # hold bufs at CTS=0, CP startpoint=position_x_o[6], Root Driver=clkbuf_8, Syn. warnings=0, switching share of power=20.5%, worst r2r path cells=5, Crit-path slowest cell=clkdlybuf4s50_1, crit end category=output pin
power by group through the flow:
stage | clock network (mW) | logic, mW | registers [mW]
finish | 0.120 | 0.0128 | 0.191
global route | 0.129 | 0.0145 | 0.191
CTS | 0.126 | 0.0133 | 0.191
cell usage after synthesis (2+ instances only):
master	instances
dfxtp_1	20
nor2_1	15
nand3_1	10
xnor2_1	10
nand2_1	8
nor3_1	6
inv_1	4
nand4_1	4
nor4_1	4
and2_1	3
ha_1	3
xor2_1	3
and3_1	2
buf_6	2
nand3b_1	2
nand4bb_1	2
o21ai_0	2
layout make-up:
class	count	area (um2)
fillers	531	3440
multi-input cells	91	596
flip-flops and latches	20	400
repair buffers	24	240
well taps	67	83.8
clock buffers	3	41.3
inverters	4	15.0
state kept, by name, indices dropped and copies added, names as in the netlist:
register      cells
position_y_o     10
position_x_o     10
per-layer routing:
metal | wire (um) | vias to the layer above | track usage [%]
li1 | - | 471 | -
met1 | 1170 | 400 | 8.71
met2 | 1180 | 12 | 10.1
met3 | 132 | 4 | 1.83
met4 | 49 | 0 | 1.44
met5 | 0 | - | 0
metrics by stage:
step           worst slack, ns  std cells  cell area (um2)
3_5_place_dp              2.10        206             1340
4_1_cts                   1.81        209             1380
6_report                  1.84        209             1380
2_1_floorplan             2.37        119             1040
3_3_place_gp              2.10        206             1340
5_1_grt                   1.63        209             1380
kinds of logic after synthesis:
group	share of synthesized area (%)
and+or+nand+nor	35.8
DFF	38.3
xor gates and xnor gates	10.9
AOI/OAI and AO/OA	5.75
buffers and inverters	4.67
adders and majority gates	3.59
muxes	0.958
worst max-delay path by stage:
stage | cells after the start | endpoint | slack [ns]
5_1_grt | 4 | vsync_o | 1.63
4_1_cts | 3 | hsync_o | 1.81
6_report | 3 | hsync_o | 1.84
worst register-to-register path: stages, from the launching register on:
cell	delay (ns)
dfxtp_1	0.39
ha_1	0.29
nand4_2	0.22
or3_4	0.49
or4_4	0.50
a21oi_2	0.14
No activity file was given, so power comes from the tool's default toggle rates.
