File: design.v
package dinorun_pkg;
localparam int ScreenWidth = 640;
localparam int ScreenHeight = 480;
localparam int Ground = 400;
localparam int ObstacleInitialX = 640;
typedef enum logic [1:0] {
    STARTING,
    RUNNING,
    COLLISION
} state_t;
endpackage
module lfsr16 (
    input  logic       clk_i,
    input  logic       rst_ni,
    input  logic       next_i,
    output logic [15:0] rand_o
);
logic [15:0] rand_temp;
always_ff @(posedge clk_i) begin
    if (!rst_ni) begin
        rand_temp <= 16'd1;
    end else if (next_i) begin
        rand_temp[15] <= rand_temp[14];
        rand_temp[14] <= rand_temp[13];
        rand_temp[13] <= rand_temp[12];
        rand_temp[12] <= rand_temp[11];
        rand_temp[11] <= rand_temp[10];
        rand_temp[10] <= rand_temp[9];
        rand_temp[9] <= rand_temp[8];
        rand_temp[8] <= rand_temp[7];
        rand_temp[7] <= rand_temp[6];
        rand_temp[6] <= rand_temp[5];
        rand_temp[5] <= rand_temp[4];
        rand_temp[4] <= rand_temp[3];
        rand_temp[3] <= rand_temp[2];
        rand_temp[2] <= rand_temp[1];
        rand_temp[1] <= rand_temp[0];
        rand_temp[0] <= rand_temp[3]^rand_temp[12]^rand_temp[14]^rand_temp[15];
    end
end
assign rand_o = rand_temp[15:0];
endmodule
File: run.sh
#!/bin/bash
# OpenROAD 26Q1-2900-gdf79404cd8, Yosys 0.63+post, stock flow scripts
make -C /OpenROAD-flow-scripts/flow DESIGN_CONFIG=/design/flow/config.mk WORK_HOME=/design/flow/orfs finish
File: config.mk
export PLATFORM = sky130hd
export DESIGN_NAME = lfsr16
export DESIGN_NICKNAME = lfsr16
export VERILOG_FILES = /design/flow/design.v
export SDC_FILE = /design/flow/constraint.sdc
export NUM_CORES = 4
export LEC_CHECK = 1
export CORE_AREA = 10 10 70 70
export DIE_AREA = 0 0 80 80
export SYNTH_HDL_FRONTEND = slang
File: constraint.sdc
current_design lfsr16

set clk_period 1.0
set clk_io_pct 0.2

create_clock -name clk0 -period $clk_period [get_ports {clk_i}]

set non_clock_inputs [all_inputs -no_clocks]
set_input_delay [expr $clk_period * $clk_io_pct] -clock clk0 $non_clock_inputs
set_output_delay [expr $clk_period * $clk_io_pct] -clock clk0 [all_outputs]
==> flow_results.org <==
#+TITLE: Synthesis and PnR summary

** Global routing
- GRT overflow :: 0
- Global routing usage summed across all routing layers :: 4.61%
- The via count of the first global-routing pass is 505.
- Maximum number of pins on one net before global-route repair :: 18
- The number of antenna violations at the first check in global routing came to 0.
- Global-route wire length before repair :: 2420 um

** Synth
- Cell count in the Yosys report :: 54
- Yosys printed 0 warnings.
- Top cells by area in the synthesized netlist :: sky130_fd_sc_hd__dfxtp_1 50%, sky130_fd_sc_hd__mux2i_1 23%, sky130_fd_sc_hd__nor2b_1 15%
- Synthesis handed over a netlist of 54 instances.
- The synthesized design devotes to its leading area cell type 49.5% of total area.
- Yosys mapped a number of flops with a built-in enable equal to 0.
- In this run the mean area of a mapped cell was 12.0 um2.
- Cell type with the highest aggregate area in the netlist :: sky130_fd_sc_hd__dfxtp_1
- Top cell types by occurrence after synthesis :: 16 x sky130_fd_sc_hd__dfxtp_1, 15 x sky130_fd_sc_hd__mux2i_1, 15 x sky130_fd_sc_hd__nor2b_1
- In the synthesized netlist the async set-or-reset flop fraction comes to 0%.
- Yosys top cell by instances :: sky130_fd_sc_hd__dfxtp_1
- #FFs+latches synth :: 16
- The synthesized netlist occupies a cell area of 647 um2.
- Summed standard-cell area reported by yosys :: 647 um2
- Leading register cell type out of synthesis :: sky130_fd_sc_hd__dfxtp_1
- Per Yosys stat, the portion of area used by sequential elements is 49.5%.
- In this run, distinct cell masters in the synthesized netlist total 10.

** Route
- Total inserted antenna cells :: 0
- Summed over all layers, the routed wires come to 1530 um.
- DR pass1 iterations :: 2
- Per the detail_route report, routed wire per instance is 11.0 um.
- In the routed layout, each cell is associated on average with a via count of 3.60.
- Count of vias placed by the detailed router :: 501
- Remaining design rule violation count :: 0
- Detailed Route Iter0 Violations :: 11
- The detail route stage leaves a number of antenna-violating nets equal to 0.

** Layout
- Number of flip-flops in the largest register :: 16
- FILL cells :: 365
- Area grow syn2layout :: 58.2%
- The layout summary lists the proportion of cells stronger than drive strength 1 as 63.4%.

** CTS
- The CTS log lists the clock sinks for this run as 16.
- H-tree levels :: 1
- The cell sitting at the root of the clock tree is a sky130_fd_sc_hd__clkbuf_4.
- Post-CTS clock slew at the launch and capture registers of the worst setup and hold paths :: 90 ps
- Maximum root-to-sink buffer count :: 2
- Number of buffers created by CTS :: 3
- The later pin in the worst-skew pair is clocked with a latency of 280 ps.
- TritonCTS built the clock tree.
- Hold_buf cts :: 0

** Floorplan
- Die H :: 80 um
- After floorplanning, the core was sized to cover 3420 um2.
- Row count :: 21
- Die W :: 80 um
- I/O pin total :: 19
- Effective utilization at floorplan :: 18.9%
- The overall die size recorded for this design is 6400 um2.

** Power
- Logic pwr share :: 9.7%
- Switching power as a share of total power :: 20.5%
- Looking at the power breakdown, sequential logic takes 55.1% of the total.
- The worst-case IR drop observed on VDD is 0.328 mV.
- Static Leakage :: 0.483 nW
- Of the total power, the clock network draws 35.2%.
- Post-route total power :: 1.18 mW
- The internal power of the cells totals 0.942 mW.
- Power per standard cell area :: 1160 nW/um2
- Switch Pwr :: 0.242 mW

** Final timing
- Fin crit share :: 95.7%
- Per the final report, max-transition violations number 0.
- At the pin with the least slew margin, the transition time is 219 ps.
- Per the slew report, the remaining headroom to the max-slew limit stands at 85.4%.
- The tightest hold path in the finished design has a slack of 436 ps.
- Endpoints failing setup :: 0
- The highest clock rate this design can be run at is 1040 MHz.
- For the final database, setup skew stands at 4.03 ps.
- Setup repair after global routing could not meet its margin everywhere.
- The final hold violation count recorded for this run is 0.
- For the finished layout, the period the worst path requires is 957 ps.

** Setup path
- STA classifies the critical path startpoint as a flip-flop.
- Nature of the critical path endpoint :: flip-flop
- Worst Path Max Fanout :: 3
- Start-to-end type of the worst setup path :: reg -> reg
- CP Data Required Time :: 1160 ps
- According to the timing report, the arrival time at the worst endpoint equals 1120 ps.

** Place
- Tally of buffers added on design ports :: 18
- The placement summary gives the final routability congestion estimate as 0.694.
- Dpl hpwl :: 1090 um

** Run
- The run reported a max-capacitance violation count of 0.
- Tally of OpenROAD warnings :: 27

** Hold path
- Class of the tightest hold or removal check :: in -> reg

** Outcome
- The run finished with clean final reports.
==> per-layer routing <==
metal / vias up / part of all wire, % / track usage, %
li1: 258 / - / -
met1: 232 / 46 / 5.75
met2: 11 / 53 / 8.03
met3: 0 / 1.8 / 0.568
met4: 0 / 0 / 1.41
met5: - / 0 / 0
==> critical path: stages, from the launching register on <==
cell and delay (ps):
sky130_fd_sc_hd__dfxtp_2 330, sky130_fd_sc_hd__buf_4 140, sky130_fd_sc_hd__xnor2_2 130, sky130_fd_sc_hd__xnor2_1 160, sky130_fd_sc_hd__a31oi_1 100
==> power groups by stage <==
stage | Combinational (mW) | Sequential [mW] | Clock [mW]
6_report | 0.115 | 0.653 | 0.417
4_1_cts | 0.104 | 0.653 | 0.436
5_1_grt | 0.125 | 0.655 | 0.462
==> cells in the final DEF (no fill, tap or decap), drive strengths merged <==
cell / synthesis / layout
nor2b: 15 / 15
mux2i: 15 / 15
clkdlybuf4s50: 0 / 1
clkbuf: 1 / 7
a31oi: 1 / 1
xnor2: 3 / 3
dlymetal6s2s: 0 / 1
buf: 2 / 33
nor3b: 1 / 1
dfxtp: 16 / 16
==> final timing paths <==
kind              startpoint          to  slack, ps  cells after the start
setup / recovery  rand_o[14]   rand_o[0]         40                      4
hold / removal        next_i   rand_o[0]        440                      3
setup reg to reg  rand_o[14]   rand_o[0]         40                      4
hold reg to reg   rand_o[13]  rand_o[13]        610                      3
==> stage by stage <==
step           TNS [ps]  setup WS, ps  cell area [um2]  utilization (%)  std cells
4_1_cts           -37.9         -37.9             1010             29.5        139
3_5_place_dp      -4150          -287             1000             29.4        134
5_1_grt           -16.6         -16.6             1020             30.0        139
6_report              0          43.0             1020             30.0        139
3_3_place_gp      -3950          -260             1000             29.4        134
2_1_floorplan         0           180              647                -         54
==> cell families (layout without fill, tap and decap cells) <==
kind of cell | after synthesis | count (layout) | synth area share [%]
compound gates | 1 | 1 | 0.968
simple gates | 16 | 16 | 15.7
xor+xnor | 3 | 3 | 5.22
mux | 15 | 15 | 23.2
flops | 16 | 16 | 49.5
buf+inv | 3 | 42 | 5.42
==> repair_timing <==
action,in CTS,in global routing
endpoints found under the setup margin,16,11
buffers inserted,1,0
pin swaps,1,3
gates resized,63,5
gates cloned,0,1
==> layout make-up <==
type	count	area [um2]	area share (%)
Timing Repair Buffer	38	287	28.0
Multi-Input combinational cell	35	303	29.6
Sequential cell	16	340	33.3
Tap cell	46	57.6	5.62
Clock buffer	4	36.3	3.55
Power figures rest on the tool's default switching activity, not on a simulated workload.
